`./design.v`:
```
module cdc_async_fifo_w_ocup # (
  parameter int SLOTS = 2,
  parameter int WIDTH = 8
) (
  input                           clk_wr,
  input                           arst_wr,
  input                           wr_en_i,
  input   [WIDTH-1:0]             wr_data_i,
  output  logic                   wr_full_o,
  output  logic [$clog2(SLOTS):0] ocup_o,
  input                           clk_rd,
  input                           arst_rd,
  input                           rd_en_i,
  output  logic [WIDTH-1:0]       rd_data_o,
  output  logic                   rd_empty_o
);
  typedef logic [$clog2(SLOTS):0] ptr_t;
  logic [SLOTS-1:0] [WIDTH-1:0] array_fifo_ff;
  ptr_t  w_wr_bin_ptr_ff, next_w_wr_bin_ptr;
  ptr_t  w_rd_gry_ptr_ff, w_rd_bin_ptr;  
  ptr_t  r_rd_gry_ptr_ff;
  ptr_t  w_wr_gry_ptr_ff;
  ptr_t  r_rd_bin_ptr_ff, next_r_rd_bin_ptr;
  ptr_t  r_wr_gry_ptr_ff;  
  (* async_reg = "true" *) ptr_t META_w_rd_gry_ff;
  (* async_reg = "true" *) ptr_t META_r_wr_gry_ff;
  function automatic ptr_t bin_to_gray (ptr_t input_bin);
    ptr_t value;
    value = (input_bin >> 1) ^ input_bin;
    return value;
  endfunction
  function automatic ptr_t gray_to_bin (ptr_t input_gray);
    ptr_t value;
    value = input_gray;
    for (int i=$clog2(SLOTS);i>0;i--)
      value[i-1] = value[i]^value[i-1];
    return value;
  endfunction
  always_comb begin
    wr_full_o = (w_wr_bin_ptr_ff[$clog2(SLOTS)] == ~w_rd_bin_ptr[$clog2(SLOTS)]) &&
                (w_wr_bin_ptr_ff[$clog2(SLOTS)-1:0] == w_rd_bin_ptr[$clog2(SLOTS)-1:0]);
  end
  always_comb begin : wr_pointer
    next_w_wr_bin_ptr = w_wr_bin_ptr_ff;
    w_rd_bin_ptr = gray_to_bin(w_rd_gry_ptr_ff);
    ocup_o = w_wr_bin_ptr_ff - w_rd_bin_ptr;
    if (wr_en_i && ~wr_full_o) begin
      next_w_wr_bin_ptr = w_wr_bin_ptr_ff + 'd1;
    end
  end
  always_ff @ (posedge clk_wr or posedge arst_wr) begin
    if (arst_wr) begin
      w_wr_bin_ptr_ff  <= ptr_t'(0);
      META_w_rd_gry_ff <= ptr_t'(0);
      w_rd_gry_ptr_ff  <= ptr_t'(0);
      w_wr_gry_ptr_ff  <= ptr_t'(0);
    end
    else begin
      w_wr_bin_ptr_ff  <= next_w_wr_bin_ptr;
      w_wr_gry_ptr_ff  <= bin_to_gray(w_wr_bin_ptr_ff);
      META_w_rd_gry_ff <= r_rd_gry_ptr_ff;
      w_rd_gry_ptr_ff  <= META_w_rd_gry_ff;
      if (wr_en_i && ~wr_full_o) begin
        array_fifo_ff[w_wr_bin_ptr_ff[$clog2(SLOTS)-1:0]] <= wr_data_i;
      end
    end
  end
  always_comb begin
    rd_empty_o = (bin_to_gray(r_rd_bin_ptr_ff) == r_wr_gry_ptr_ff);
  end
  always_comb begin : rd_pointer
    next_r_rd_bin_ptr = r_rd_bin_ptr_ff;
    if (rd_en_i && ~rd_empty_o) begin
      next_r_rd_bin_ptr = r_rd_bin_ptr_ff + 'd1;
    end
    rd_data_o = array_fifo_ff[r_rd_bin_ptr_ff[$clog2(SLOTS)-1:0]];
  end
  always_ff @ (posedge clk_rd or posedge arst_rd) begin
    if (arst_rd) begin
      r_rd_bin_ptr_ff  <= ptr_t'(0);
      META_r_wr_gry_ff <= ptr_t'(0);
      r_wr_gry_ptr_ff  <= ptr_t'(0);
      r_rd_gry_ptr_ff  <= ptr_t'(0);
    end
    else begin
      r_rd_bin_ptr_ff  <= next_r_rd_bin_ptr;
      r_rd_gry_ptr_ff  <= bin_to_gray(r_rd_bin_ptr_ff);
      META_r_wr_gry_ff <= w_wr_gry_ptr_ff;
      r_wr_gry_ptr_ff  <= META_r_wr_gry_ff;
    end
  end
  initial begin
    illegal_fifo_slot : assert (2**$clog2(SLOTS) == SLOTS)
    else $error("ASYNC FIFO Slots must be power of 2");
    min_fifo_size_2 : assert (SLOTS >= 2)
    else $error("ASYNC FIFO size of SLOTS defined is illegal!");
  end
endmodule
```
`./run.sh`:
```
#!/bin/bash
# OpenROAD 26Q1-2900-gdf79404cd8, Yosys 0.63+post, stock flow scripts
make -C /OpenROAD-flow-scripts/flow DESIGN_CONFIG=/design/flow/config.mk WORK_HOME=/design/flow/orfs finish
```
`./config.mk`:
```
export PLATFORM = sky130hd
export DESIGN_NAME = cdc_async_fifo_w_ocup
export DESIGN_NICKNAME = cdc_async_fifo_w_ocup
export VERILOG_FILES = /design/flow/design.v
export SDC_FILE = /design/flow/constraint.sdc
export NUM_CORES = 4
export LEC_CHECK = 1
export CORE_AREA = 10 10 96 96
export DIE_AREA = 0 0 106 106
export SYNTH_HDL_FRONTEND = slang
```
`./constraint.sdc`:
```
current_design cdc_async_fifo_w_ocup

set clk_period 2.6
set clk_io_pct 0.2

create_clock -name clk0 -period $clk_period [get_ports {clk_rd}]
create_clock -name clk1 -period $clk_period [get_ports {clk_wr}]

set non_clock_inputs [all_inputs -no_clocks]
set_input_delay [expr $clk_period * $clk_io_pct] -clock clk0 $non_clock_inputs
set_output_delay [expr $clk_period * $clk_io_pct] -clock clk0 [all_outputs]
```
==> node_exporter_impl.prom <==
# HELP chip_impl_metric Implementation results
# TYPE chip_impl_metric gauge
chip_impl_metric{name="remaining_drc_errors",unit=""} 0
chip_impl_metric{name="place.gp.congestion",unit=""} 0.752
chip_impl_info{name="rsz0062_at_grt",value="no"} 1
chip_impl_metric{name="worst_ep_arrival_time",unit="ns"} 1.80
chip_impl_info{name="worstHoldPathType",value="reg -> reg"} 1
chip_impl_metric{name="maximum_number_of_pins_on_one_net_before_global_route_repair",unit=""} 15
chip_impl_info{name="timing.critical_path.cells",value="xor2_1 -> ha_1 -> inv_1 -> nor2_1 -> clkdlybuf4s50_1"} 1
chip_impl_metric{name="fp-utilization",unit=""} 0.166
chip_impl_metric{name="chipArea",unit="um2"} 11200
chip_impl_info{name="outcome",value="finished, final reports clean"} 1
chip_impl_metric{name="syn-instance-count",unit=""} 77
chip_impl_metric{name="antenna_violations_before_repair",unit=""} 0
chip_impl_metric{name="cp_num_buf_inv",unit=""} 2
chip_impl_info{name="layout.cells.most_common",value="sky130_fd_sc_hd__clkdlybuf4s50_1"} 1
chip_impl_metric{name="hold_violations",unit=""} 0
chip_impl_info{name="crit_slowest_cell",value="sky130_fd_sc_hd__clkdlybuf4s50_1"} 1
chip_impl_metric{name="post-route-worst-setup-slack",unit="ns"} 0.284
chip_impl_metric{name="yosys.cell_types.count",unit=""} 20
chip_impl_metric{name="clk_pin_slew_worst_paths",unit="ns"} 0.08
chip_impl_info{name="layout_top_cells_excl_fill_tap",value="sky130_fd_sc_hd__clkdlybuf4s50_1, sky130_fd_sc_hd__dfrtp_1, sky130_fd_sc_hd__edfxtp_1"} 1
chip_impl_metric{name="layout.cell_area.non_filler",unit="um2"} 1650
chip_impl_metric{name="antenna_violating_nets_post_route",unit=""} 0
chip_impl_metric{name="hold_buffers",unit=""} 0
chip_impl_metric{name="grtUsageTotal",unit=""} 0.0389
chip_impl_metric{name="global_route.overflow_total",unit=""} 0
chip_impl_metric{name="num_vias",unit=""} 667
chip_impl_metric{name="antenna_cells",unit=""} 0
chip_impl_metric{name="synth.avg_cell_area",unit="um2"} 15.6
chip_impl_metric{name="maxCapViolCount",unit=""} 0
chip_impl_info{name="end_kind",value="output port"} 1
chip_impl_metric{name="floorplan.die.width",unit="um"} 106
chip_impl_info{name="startpoint_of_the_most_critical_setup_path",value="w_rd_gry_ptr_ff[1]$_DFF_PP0_"} 1
chip_impl_metric{name="post_drt_via_cell_ratio",unit=""} 3.22
chip_impl_metric{name="finalSetupViolations",unit=""} 0
chip_impl_metric{name="yosys_area",unit="um2"} 1200
chip_impl_metric{name="pre_repair_dr_iteration_count",unit=""} 2
chip_impl_metric{name="yosys_warnings",unit=""} 0
chip_impl_info{name="worstHoldStart",value="r_rd_gry_ptr_ff[1]$_DFF_PP0_"} 1
chip_impl_metric{name="timing.slew.headroom",unit=""} 0.651
chip_impl_metric{name="leakage",unit="nW"} 0.615
chip_impl_metric{name="setup_tns_after_final_layout",unit="ns"} 0
chip_impl_metric{name="vdd_ir_drop_max",unit="V"} 0.000716
chip_impl_metric{name="worst_slew_pin_slew",unit="ns"} 0.524
chip_impl_metric{name="yosys_cells",unit=""} 77
chip_impl_metric{name="synth-seq-cells",unit=""} 32
chip_impl_metric{name="grt_first_pass_wirelength",unit="um"} 3540
chip_impl_metric{name="post_route_cells_drive_above_1_share",unit=""} 0.176
chip_impl_metric{name="slowest_delay",unit="ns"} 0.47
chip_impl_metric{name="postPlaceCellArea",unit="um2"} 1570
chip_impl_metric{name="crit_path_max_fanout",unit=""} 3
chip_impl_metric{name="post-dp-hpwl",unit="um"} 1630
chip_impl_metric{name="area_growth",unit="%"} 37.7
chip_impl_metric{name="routed_length_per_placed_instance",unit="um"} 10.6
chip_impl_metric{name="rows",unit=""} 31
chip_impl_metric{name="clock_sink_count",unit=""} 32
chip_impl_metric{name="dpl_worst_slack",unit="ns"} 0.555
chip_impl_metric{name="openroad.warnings",unit=""} 26
chip_impl_info{name="cts_tree",value="built"} 1
chip_impl_metric{name="drt_first_iter_violations",unit=""} 28
chip_impl_metric{name="synth.cell_area",unit="um2"} 1200
chip_impl_info{name="worst_setup_path_start_kind",value="flip-flop"} 1
chip_impl_metric{name="drt-total-wl",unit="um"} 2190
chip_impl_info{name="criticalPathCategory",value="reg -> out"} 1
chip_impl_metric{name="floorplan.die.height",unit="um"} 106
chip_impl_info{name="path_delay_family",value="buffers and inverters"} 1
chip_impl_metric{name="drv_slew",unit=""} 0
chip_impl_metric{name="core_area",unit="um2"} 7210
chip_impl_info{name="timing.rr.start",value="w_rd_gry_ptr_ff[1]$_DFF_PP0_"} 1
chip_impl_metric{name="vias_in_the_first_global_route",unit=""} 726
chip_impl_metric{name="design.portCount",unit=""} 26
chip_impl_metric{name="placement.io_buffers",unit=""} 24
chip_impl_metric{name="synth_sequential_area_ratio",unit=""} 0.733
chip_impl_metric{name="fin_skew",unit="ns"} 0.00328
chip_impl_metric{name="worst-endpoint-required",unit="ns"} 2.08
chip_impl_metric{name="setup_repair_bufs_after_cts",unit=""} 0
chip_impl_metric{name="power_density",unit="nW/um2"} 1140
chip_impl_metric{name="postCtsResizedCells",unit=""} 0
## through the flow
step,hold slack [ns],total power [W],util,std cells
2_1_floorplan,0.331,0.00118,-,77
6_report,0.319,0.00188,0.229,207
3_3_place_gp,0.332,0.00155,0.217,200
4_1_cts,0.327,0.00192,0.229,207
5_1_grt,0.325,0.00204,0.229,207
3_5_place_dp,0.335,0.00154,0.217,200
## logic make-up after synthesis
kind of cell | after synthesis | share of synthesized area
fa+ha+maj | 2 | 0.0187
xor+xnor | 7 | 0.0510
buf+inv | 7 | 0.0260
mux | 9 | 0.0844
compound gates | 9 | 0.0500
flops | 32 | 0.733
simple gates | 11 | 0.0365
## state kept, by name, indices dropped and copies added, names as in the netlist
signal	flops
r_wr_gry_ptr_ff	2
META_r_wr_gry_ff	2
META_w_rd_gry_ff	2
r_rd_bin_ptr_ff	2
w_wr_gry_ptr_ff	2
w_rd_gry_ptr_ff	2
array_fifo_ff	16
w_wr_bin_ptr_ff	2
r_rd_gry_ptr_ff	2
## cell type report
| cell class | count | area [um2] |
|---|---|---|
| inverter | 5 | 18.8 |
| fill | 774 | 5560 |
| multi-input combinational | 38 | 289 |
| timing repair buffer | 26 | 255 |
| clock buffer | 6 | 82.6 |
| tap | 99 | 124 |
| clock inverter | 1 | 3.75 |
| sequential | 32 | 881 |
## power by group
| part | leakage (nW) | total [W] | switching, W | internal (W) |
|---|---|---|---|---|
| clock | 0.0447 | 0.000354 | 0.000148 | 0.000205 |
| combinational | 0.235 | 0.000671 | 0.000222 | 0.000449 |
| sequential | 0.335 | 0.000853 | 0.000141 | 0.000712 |
| total | 0.615 | 0.00188 | 0.000512 | 0.00137 |
## synth_stat cells (all sizes together)
master	n	area share
nor2	2	0.0063
nor3	2	0.0083
xnor2	4	0.029
buf	2	0.010
xor2	3	0.022
a31oi	1	0.0052
o22ai	1	0.0052
maj3	1	0.0083
a211o	1	0.0073
ha	1	0.010
inv	5	0.016
o21ba	1	0.0083
dfrtp	16	0.33
o21ai	5	0.024
mux2	9	0.084
edfxtp	16	0.40
nand2	7	0.022
## final timing paths
path | endpoint | slack [ns] | cells after the start
min in group asynchronous | r_wr_gry_ptr_ff[1]$_DFF_PP0_ | 0.56 | 2
min | META_w_rd_gry_ff[1]$_DFF_PP0_ | 0.32 | 0
min in group clk0 | r_wr_gry_ptr_ff[1]$_DFF_PP0_ | 0.34 | 0
max | wr_full_o | 0.28 | 5
max in group asynchronous | w_rd_gry_ptr_ff[0]$_DFF_PP0_ | 1.80 | 2
max in group clk1 | array_fifo_ff[11]$_DFFE_PP_ | 0.86 | 6
min reg2reg | META_w_rd_gry_ff[1]$_DFF_PP0_ | 0.32 | 0
max reg2reg | array_fifo_ff[11]$_DFFE_PP_ | 0.86 | 6
## per-layer routing
layer  vias up  global-route usage  wire, um
met5         -                   0         0
met4         0              0.0164       102
li1        329                   -         -
met3         6              0.0141       142
met2        22              0.0596      1010
met1       310              0.0490       933
No activity file was given, so power comes from the tool's default toggle rates.
