### design/flow/constraint.sdc
current_design cdc_async_fifo

set clk_period 2.3
set clk_io_pct 0.2

create_clock -name clk0 -period $clk_period [get_ports {clk_rd}]
create_clock -name clk1 -period $clk_period [get_ports {clk_wr}]

set non_clock_inputs [all_inputs -no_clocks]
set_input_delay [expr $clk_period * $clk_io_pct] -clock clk0 $non_clock_inputs
set_output_delay [expr $clk_period * $clk_io_pct] -clock clk0 [all_outputs]
### design/flow/config.mk
export PLATFORM = sky130hd
export DESIGN_NAME = cdc_async_fifo
export DESIGN_NICKNAME = cdc_async_fifo
export VERILOG_FILES = /design/flow/design.v
export SDC_FILE = /design/flow/constraint.sdc
export NUM_CORES = 4
export LEC_CHECK = 1
export CORE_AREA = 10 10 95 95
export DIE_AREA = 0 0 105 105
export SYNTH_HDL_FRONTEND = slang
### design/flow/design.v
module cdc_async_fifo # (
  parameter int SLOTS = 2,
  parameter int WIDTH = 8
) (
  input                     clk_wr,
  input                     arst_wr,
  input                     wr_en_i,
  input   [WIDTH-1:0]       wr_data_i,
  output  logic             wr_full_o,
  input                     clk_rd,
  input                     arst_rd,
  input                     rd_en_i,
  output  logic [WIDTH-1:0] rd_data_o,
  output  logic             rd_empty_o
);
  typedef logic [$clog2(SLOTS):0] ptr_t;
  logic [SLOTS-1:0] [WIDTH-1:0] array_fifo_ff;
  ptr_t  w_wr_bin_ptr_ff, next_w_wr_bin_ptr;
  ptr_t  w_rd_gry_ptr_ff, w_rd_bin_ptr;  
  ptr_t  r_rd_gry_ptr_ff;
  ptr_t  w_wr_gry_ptr_ff;
  ptr_t  r_rd_bin_ptr_ff, next_r_rd_bin_ptr;
  ptr_t  r_wr_gry_ptr_ff;  
  (* async_reg = "true" *) ptr_t META_w_rd_gry_ff;
  (* async_reg = "true" *) ptr_t META_r_wr_gry_ff;
  function automatic ptr_t bin_to_gray (ptr_t input_bin);
    ptr_t value;
    value = (input_bin >> 1) ^ input_bin;
    return value;
  endfunction
  function automatic ptr_t gray_to_bin (ptr_t input_gray);
    ptr_t value;
    value = input_gray;
    for (int i=$clog2(SLOTS);i>0;i--)
      value[i-1] = value[i]^value[i-1];
    return value;
  endfunction
  always_comb begin : wr_pointer
    next_w_wr_bin_ptr = w_wr_bin_ptr_ff;
    w_rd_bin_ptr = gray_to_bin(w_rd_gry_ptr_ff);
    wr_full_o = (w_wr_bin_ptr_ff[$clog2(SLOTS)] == ~w_rd_bin_ptr[$clog2(SLOTS)]) &&
                (w_wr_bin_ptr_ff[$clog2(SLOTS)-1:0] == w_rd_bin_ptr[$clog2(SLOTS)-1:0]);
    if (wr_en_i && ~wr_full_o) begin
      next_w_wr_bin_ptr = w_wr_bin_ptr_ff + 'd1;
    end
  end
  always_ff @ (posedge clk_wr or posedge arst_wr) begin
    if (arst_wr) begin
      w_wr_bin_ptr_ff  <= ptr_t'(0);
      META_w_rd_gry_ff <= ptr_t'(0);
      w_rd_gry_ptr_ff  <= ptr_t'(0);
      w_wr_gry_ptr_ff  <= ptr_t'(0);
    end
    else begin
      w_wr_bin_ptr_ff  <= next_w_wr_bin_ptr;
      w_wr_gry_ptr_ff  <= bin_to_gray(w_wr_bin_ptr_ff);
      META_w_rd_gry_ff <= r_rd_gry_ptr_ff;
      w_rd_gry_ptr_ff  <= META_w_rd_gry_ff;
      if (wr_en_i && ~wr_full_o) begin
        array_fifo_ff[w_wr_bin_ptr_ff[$clog2(SLOTS)-1:0]] <= wr_data_i;
      end
    end
  end
  always_comb begin : rd_pointer
    next_r_rd_bin_ptr = r_rd_bin_ptr_ff;
    rd_empty_o = (bin_to_gray(r_rd_bin_ptr_ff) == r_wr_gry_ptr_ff);
    if (rd_en_i && ~rd_empty_o) begin
      next_r_rd_bin_ptr = r_rd_bin_ptr_ff + 'd1;
    end
    rd_data_o = array_fifo_ff[r_rd_bin_ptr_ff[$clog2(SLOTS)-1:0]];
  end
  always_ff @ (posedge clk_rd or posedge arst_rd) begin
    if (arst_rd) begin
      r_rd_bin_ptr_ff  <= ptr_t'(0);
      META_r_wr_gry_ff <= ptr_t'(0);
      r_wr_gry_ptr_ff  <= ptr_t'(0);
      r_rd_gry_ptr_ff  <= ptr_t'(0);
    end
    else begin
      r_rd_bin_ptr_ff  <= next_r_rd_bin_ptr;
      r_rd_gry_ptr_ff  <= bin_to_gray(r_rd_bin_ptr_ff);
      META_r_wr_gry_ff <= w_wr_gry_ptr_ff;
      r_wr_gry_ptr_ff  <= META_r_wr_gry_ff;
    end
  end
  initial begin
    illegal_fifo_slot : assert (2**$clog2(SLOTS) == SLOTS)
    else $error("ASYNC FIFO Slots must be power of 2");
    min_fifo_size_2 : assert (SLOTS >= 2)
    else $error("ASYNC FIFO size of SLOTS defined is illegal!");
  end
endmodule
### design/flow/run.sh
#!/bin/bash
# OpenROAD 26Q1-2900-gdf79404cd8, Yosys 0.63+post, stock flow scripts
make -C /OpenROAD-flow-scripts/flow DESIGN_CONFIG=/design/flow/config.mk WORK_HOME=/design/flow/orfs finish
==> results.cfg <==
; flow metrics
[floorplan]
die-height_um = 105
die_x_um = 105
fp-row-count = 30
core_util_floorplan_pct = 18.37
die_area_mm2 = 0.01103
core-area_mm2 = 0.006907
design.portCount = 24

[cells_and_area]
layout.cells.most_common = sky130_fd_sc_hd__clkdlybuf4s50_1
fillCellCount = 730
lay_top_cells = sky130_fd_sc_hd__clkdlybuf4s50_1, sky130_fd_sc_hd__edfxtp_1, sky130_fd_sc_hd__dfrtp_1
comb_gate_area_um2 = 336.6
relative_area_change_from_synthesis_to_final_layout_pct = 35.11
largest_reg_flops = 16
flop_area_um2 = 883.3
share_of_post_route_cells_with_drive_strength_above_1_pct = 24.56

[final_timing]
final_setup_violation_count = 0
tightest_slew_ps = 327.4
tns_ps = 0
hold_viol_final = 0
finalHoldWorstSlack_ps = 319.8
timing_max_transition_violations_final = 0
timing.slew.headroom_pct = 78.17
rsz0062_at_grt = false
finalClockSkew_ps = 7.189

[critical_path]
r2r.worst_path.cells = 4
reg2reg_slack_ps = 770
timing.critical_path.to_type = output port
data_arrival_critical_path_ps = 1670
worstPathRequired_ps = 1840
critical_path_peak_fanout = 9
critical_path.reg2reg.startpoint = w_wr_bin_ptr_ff[1]$_DFFE_PP0P_
timing_worst_setup_path_type = flip-flop to output port
timing.critical_path.from_type = flip-flop
reg2reg_to = array_fifo_ff[6]$_DFFE_PP_

[global_route]
antenna_found_initial = 0
gr-total-overflow = 0
vias_in_the_first_global_route = 721
wire_length_of_the_first_global_routing_pass_um = 3677
grt_max_degree = 15
global_router_s_overall_resource_usage_pct = 4.080

[clock_network]
cts-resized-gates = 0
cts_tree = yes
cts_hold_buf = 0
post-cts-setup-buffer-count = 0
clkSinkCount = 32
cts.clk_slew.worst_paths_ps = 70

[route]
drcViolationCount = 0
vias = 743
avgRoutedWirePerCell_um = 11.02
drt_pre_antenna_iters = 4
wire_length_reported_by_the_detailed_router_um = 2314
n_antenna_cell = 0
detailedRoute.firstIterationViolations = 61
detail-route-antenna-nets = 0
vias_per_cell = 3.538

[flow_run]
cap_violations = 0
tool_warnings = 26

[synthesis]
netlist_area_mm2 = 0.001269
ys_seq_share_pct = 69.43
avgSynthCellArea_um2 = 14.58
largest_area_cell = sky130_fd_sc_hd__edfxtp_1
yosys_warnings = 0
ys.flops = 32
area_leaders = sky130_fd_sc_hd__edfxtp_1, sky130_fd_sc_hd__dfrtp_1, sky130_fd_sc_hd__mux2_2
synthesis.instances = 87
yosys_cells = 87
ys_area_mm2 = 0.001269
synth_cell_type_count = 28
top_cell_area_share_pct = 37.87

[power]
power_per_cell_area_mw_per_mm2 = 1216
total_leakage_power_uw = 0.0006336
vdd_drop_max_uv = 388.6

[worst_hold_path]
worst_hold_path_cell_count = 0
whs_endpoint = META_w_rd_gry_ff[0]$_DFF_PP0_
min_from = r_rd_gry_ptr_ff[0]$_DFF_PP0_
worst_min_delay_path_class = flip-flop to flip-flop

[outcome]
outcome = finished clean

[place]
place.gp.congestion = 0.7575
dp_hpwl_um = 1647
placement.io_buffers = 22
[metrics by stage]
stage | area, µm² | util, % | setup slack (ps) | instances | power [µW]
6_report | 1714 | 24.82 | 172.7 | 210 | 2085
5_1_grt | 1714 | 24.82 | 53.50 | 210 | 2236
4_1_cts | 1712 | 24.78 | 72.52 | 210 | 2116
3_5_place_dp | 1599 | 23.15 | 329.0 | 203 | 1578
3_3_place_gp | 1599 | 23.15 | 337.4 | 203 | 1574
2_1_floorplan | 1269 | - | 457.2 | 87 | 1338
[routing by layer]
layer  vias to the layer above  global-route usage, %  part of all wire (%)
met2                        24                  5.294                    42
met4                         0                  1.667                   3.3
met1                       352                  6.012                    49
li1                        363                      -                     -
met5                         -                      0                     0
met3                         4                  1.429                   5.7
[cells in the mapped netlist]
| master | count |
|---|---|
| sky130_fd_sc_hd__dfrtp_1 | 16 |
| sky130_fd_sc_hd__nand3_1 | 2 |
| sky130_fd_sc_hd__maj3_2 | 1 |
| sky130_fd_sc_hd__o22ai_1 | 3 |
| sky130_fd_sc_hd__o2111ai_1 | 1 |
| sky130_fd_sc_hd__mux2_2 | 8 |
| sky130_fd_sc_hd__xor2_1 | 2 |
| sky130_fd_sc_hd__nand2b_1 | 3 |
| sky130_fd_sc_hd__buf_2 | 2 |
| sky130_fd_sc_hd__a21oi_1 | 1 |
| sky130_fd_sc_hd__o221a_2 | 1 |
| sky130_fd_sc_hd__o21ba_2 | 1 |
| sky130_fd_sc_hd__xnor2_1 | 2 |
| sky130_fd_sc_hd__inv_1 | 4 |
| sky130_fd_sc_hd__a31o_2 | 1 |
| sky130_fd_sc_hd__buf_4 | 3 |
| sky130_fd_sc_hd__edfxtp_1 | 16 |
| sky130_fd_sc_hd__o21ai_0 | 1 |
| sky130_fd_sc_hd__a31oi_1 | 1 |
| sky130_fd_sc_hd__a211o_2 | 1 |
| sky130_fd_sc_hd__mux2i_1 | 1 |
| sky130_fd_sc_hd__a211oi_1 | 1 |
| sky130_fd_sc_hd__nor4b_2 | 1 |
| sky130_fd_sc_hd__inv_2 | 1 |
| sky130_fd_sc_hd__o21ai_1 | 1 |
| sky130_fd_sc_hd__nand2_1 | 8 |
| sky130_fd_sc_hd__o21ai_2 | 1 |
| sky130_fd_sc_hd__nor2_1 | 3 |
[area by class of cell]
cell class,count,area share (%)
clock buffers,6,4.818
multi-input cells,45,19.64
flip-flops and latches,32,51.53
inverters,5,1.095
well taps,96,7.007
repair buffers,25,14.16
clock inverters,1,1.752
[how the worst max path moves through the flow]
stage | from | end | slack (ps) | cells past startpoint
after global routing | w_wr_bin_ptr_ff[0]$_DFFE_PP0P_ | wr_full_o | 50 | 4
after CTS | r_rd_bin_ptr_ff[0]$_DFFE_PP0P_ | rd_data_o[4] | 70 | 2
final | w_wr_bin_ptr_ff[0]$_DFFE_PP0P_ | wr_full_o | 170 | 4
[logic make-up (layout without fill, tap and decap cells)]
group | after synthesis | count (layout) | share of synthesized area [%]
adders and majority gates | 1 | 1 | 0.8875
and+or+nand+nor | 17 | 17 | 6.706
buffers and inverters | 10 | 37 | 4.043
xor gates and xnor gates | 4 | 4 | 2.762
muxes | 9 | 9 | 7.890
DFF | 32 | 32 | 69.43
AOI/OAI and AO/OA | 14 | 14 | 8.284
[worst max-delay path, cell delays in order, from the launching register on]
cell	delay [ps]
sky130_fd_sc_hd__dfrtp_2	480
sky130_fd_sc_hd__xnor2_1	200
sky130_fd_sc_hd__nand2_1	70
sky130_fd_sc_hd__o22ai_1	160
sky130_fd_sc_hd__clkdlybuf4s50_1	500
[power breakdown]
part / leakage (µW) / internal, µW / total [µW] / switching [µW]
Clock: 0.0000573 / 345 / 516 / 171
Combinational: 0.000245 / 380 / 567 / 187
Sequential: 0.000331 / 794 / 1000 / 208
Total: 0.000634 / 1520 / 2090 / 566
Power and IR drop assume default switching activity.
